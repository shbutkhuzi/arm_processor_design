==> ./design.v <==
module Controller(
	input clk,
	input [31:0] instruction,
	input [3:0] current_flags,  
	output reg wen_ARd, wen_data_mem, update_flags,
	output reg [7:0] ALU_ctrl,
	output reg reg_file_ctrl_BL,
	output reg Y_mux_sel, X_mux_sel,
	output reg [1:0] src1mux_sel
);
logic update_flags_en = 0;
logic exec_inst_en = 0;
assign update_flags = clk & update_flags_en;
always_comb begin
	case(instruction[31:28])
		4'b0000: exec_inst_en <=  current_flags[2] ? 1 : 0;
		4'b0001: exec_inst_en <= ~current_flags[2] ? 1 : 0;
		4'b0010: exec_inst_en <=  current_flags[1] ? 1 : 0;
		4'b0011: exec_inst_en <= ~current_flags[1] ? 1 : 0;
		4'b0100: exec_inst_en <=  current_flags[3] ? 1 : 0;
		4'b0101: exec_inst_en <= ~current_flags[3] ? 1 : 0;
		4'b0110: exec_inst_en <=  current_flags[0] ? 1 : 0;
		4'b0111: exec_inst_en <= ~current_flags[0] ? 1 : 0;
		4'b1000: exec_inst_en <=  ( current_flags[1] & ~current_flags[2]) ? 1 : 0;
		4'b1001: exec_inst_en <=  (~current_flags[1] |  current_flags[2]) ? 1 : 0;
		4'b1010: exec_inst_en <= ~( current_flags[3] ^  current_flags[0]) ? 1 : 0;
		4'b1011: exec_inst_en <=  ( current_flags[3] ^  current_flags[0]) ? 1 : 0;
		4'b1100: exec_inst_en <=(~( current_flags[3] ^  current_flags[0])) & (~current_flags[2]) ? 1 : 0;
		4'b1101: exec_inst_en <=  ( current_flags[3] ^  current_flags[0])  |   current_flags[2]  ? 1 : 0;
		4'b1110: exec_inst_en <= 1;
	default: exec_inst_en = 0;
	endcase
end
always_comb begin
	case(exec_inst_en)
		1'b0: begin wen_ARd <= 0; wen_data_mem <= 0; update_flags_en <= 0; reg_file_ctrl_BL <= 0; ALU_ctrl <= 0; X_mux_sel <= 0; Y_mux_sel <= 0; src1mux_sel <= 3; end
		1'b1: case(instruction[27:26])
					2'b00: begin
								case(instruction[24:21])
									4'b0000: begin wen_ARd <= 1; wen_data_mem <= 0; update_flags_en <= instruction[20]; reg_file_ctrl_BL <= 0; ALU_ctrl <= instruction[27:20]; X_mux_sel <= 0; Y_mux_sel <= 0; src1mux_sel <= 0; end
									4'b0001: begin wen_ARd <= 1; wen_data_mem <= 0; update_flags_en <= instruction[20]; reg_file_ctrl_BL <= 0; ALU_ctrl <= instruction[27:20]; X_mux_sel <= 0; Y_mux_sel <= 0; src1mux_sel <= 0; end
									4'b0010: begin wen_ARd <= 1; wen_data_mem <= 0; update_flags_en <= instruction[20]; reg_file_ctrl_BL <= 0; ALU_ctrl <= instruction[27:20]; X_mux_sel <= 0; Y_mux_sel <= 0; src1mux_sel <= 0; end
									4'b0011: begin wen_ARd <= 1; wen_data_mem <= 0; update_flags_en <= instruction[20]; reg_file_ctrl_BL <= 0; ALU_ctrl <= instruction[27:20]; X_mux_sel <= 0; Y_mux_sel <= 0; src1mux_sel <= 0; end
									4'b0100: begin wen_ARd <= 1; wen_data_mem <= 0; update_flags_en <= instruction[20]; reg_file_ctrl_BL <= 0; ALU_ctrl <= instruction[27:20]; X_mux_sel <= 0; Y_mux_sel <= 0; src1mux_sel <= 0; end
									4'b0101: begin wen_ARd <= 1; wen_data_mem <= 0; update_flags_en <= instruction[20]; reg_file_ctrl_BL <= 0; ALU_ctrl <= instruction[27:20]; X_mux_sel <= 0; Y_mux_sel <= 0; src1mux_sel <= 0; end
									4'b0110: begin wen_ARd <= 1; wen_data_mem <= 0; update_flags_en <= instruction[20]; reg_file_ctrl_BL <= 0; ALU_ctrl <= instruction[27:20]; X_mux_sel <= 0; Y_mux_sel <= 0; src1mux_sel <= 0; end
									4'b0111: begin wen_ARd <= 1; wen_data_mem <= 0; update_flags_en <= instruction[20]; reg_file_ctrl_BL <= 0; ALU_ctrl <= instruction[27:20]; X_mux_sel <= 0; Y_mux_sel <= 0; src1mux_sel <= 0; end
									4'b1000: begin wen_ARd <= 0; wen_data_mem <= 0; update_flags_en <= 1;               reg_file_ctrl_BL <= 0; ALU_ctrl <= instruction[27:20]; X_mux_sel <= 0; Y_mux_sel <= 0; src1mux_sel <= 0; end
									4'b1001: begin wen_ARd <= 0; wen_data_mem <= 0; update_flags_en <= 1;               reg_file_ctrl_BL <= 0; ALU_ctrl <= instruction[27:20]; X_mux_sel <= 0; Y_mux_sel <= 0; src1mux_sel <= 0; end
									4'b1010: begin wen_ARd <= 0; wen_data_mem <= 0; update_flags_en <= 1;               reg_file_ctrl_BL <= 0; ALU_ctrl <= instruction[27:20]; X_mux_sel <= 0; Y_mux_sel <= 0; src1mux_sel <= 0; end
									4'b1011: begin wen_ARd <= 0; wen_data_mem <= 0; update_flags_en <= 1;               reg_file_ctrl_BL <= 0; ALU_ctrl <= instruction[27:20]; X_mux_sel <= 0; Y_mux_sel <= 0; src1mux_sel <= 0; end
									4'b1100: begin wen_ARd <= 1; wen_data_mem <= 0; update_flags_en <= instruction[20]; reg_file_ctrl_BL <= 0; ALU_ctrl <= instruction[27:20]; X_mux_sel <= 0; Y_mux_sel <= 0; src1mux_sel <= 0; end
									4'b1101: begin wen_ARd <= 1; wen_data_mem <= 0; update_flags_en <= instruction[20]; reg_file_ctrl_BL <= 0; ALU_ctrl <= instruction[27:20]; X_mux_sel <= 0; Y_mux_sel <= 0; src1mux_sel <= 0; end
									4'b1110: begin wen_ARd <= 1; wen_data_mem <= 0; update_flags_en <= instruction[20]; reg_file_ctrl_BL <= 0; ALU_ctrl <= instruction[27:20]; X_mux_sel <= 0; Y_mux_sel <= 0; src1mux_sel <= 0; end
									4'b1111: begin wen_ARd <= 1; wen_data_mem <= 0; update_flags_en <= instruction[20]; reg_file_ctrl_BL <= 0; ALU_ctrl <= instruction[27:20]; X_mux_sel <= 0; Y_mux_sel <= 0; src1mux_sel <= 0; end
								default: begin wen_ARd <= 0; wen_data_mem <= 0; update_flags_en <= 0; reg_file_ctrl_BL <= 0; ALU_ctrl <= 0; X_mux_sel <= 0; Y_mux_sel <= 0; src1mux_sel <= 3; end
								endcase
							 end
					2'b01: begin
								case(instruction[20])
									1'b0: begin wen_ARd <= 0; wen_data_mem <= 1; update_flags_en <= 0; reg_file_ctrl_BL <= 0; ALU_ctrl <= instruction[27:20]; X_mux_sel <= 0; Y_mux_sel <= 0; src1mux_sel <= 0; end
									1'b1: begin wen_ARd <= 1; wen_data_mem <= 0; update_flags_en <= 0; reg_file_ctrl_BL <= 0; ALU_ctrl <= instruction[27:20]; X_mux_sel <= 1; Y_mux_sel <= 0; src1mux_sel <= 0; end
								default: begin wen_ARd <= 0; wen_data_mem <= 0; update_flags_en <= 0; reg_file_ctrl_BL <= 0; ALU_ctrl <= 0; X_mux_sel <= 0; Y_mux_sel <= 0; src1mux_sel <= 3; end
								endcase
							 end
					2'b10: begin
								case(instruction[24])
									1'b0: begin wen_ARd <= 1; wen_data_mem <= 0; update_flags_en <= 0; reg_file_ctrl_BL <= 0; ALU_ctrl <= instruction[27:20]; X_mux_sel <= 0; Y_mux_sel <= 1; src1mux_sel <= 2; end
									1'b1: begin wen_ARd <= 1; wen_data_mem <= 0; update_flags_en <= 0; reg_file_ctrl_BL <= 1; ALU_ctrl <= instruction[27:20]; X_mux_sel <= 0; Y_mux_sel <= 1; src1mux_sel <= 2; end
								default: begin wen_ARd <= 0; wen_data_mem <= 0; update_flags_en <= 0; reg_file_ctrl_BL <= 0; ALU_ctrl <= 0; X_mux_sel <= 0; Y_mux_sel <= 0; src1mux_sel <= 3; end
								endcase
							 end
					2'b11: begin
								case(instruction[23:21])
									3'b000: begin wen_ARd <= 1; wen_data_mem <= 0; update_flags_en <= instruction[20]; reg_file_ctrl_BL <= 0; ALU_ctrl <= instruction[27:20]; X_mux_sel <= 0; Y_mux_sel <= 0; src1mux_sel <= 0; end
								default: begin wen_ARd <= 0; wen_data_mem <= 0; update_flags_en <= 0; reg_file_ctrl_BL <= 0; ALU_ctrl <= 0; X_mux_sel <= 0; Y_mux_sel <= 0; src1mux_sel <= 3; end
								endcase
							 end
				default: begin wen_ARd <= 0; wen_data_mem <= 0; update_flags_en <= 0; reg_file_ctrl_BL <= 0; ALU_ctrl <= 0; X_mux_sel <= 0; Y_mux_sel <= 0; src1mux_sel <= 3; end
				endcase
	default: begin wen_ARd <= 0; wen_data_mem <= 0; update_flags_en <= 0; reg_file_ctrl_BL <= 0; ALU_ctrl <= 0; X_mux_sel <= 0; Y_mux_sel <= 0; src1mux_sel <= 3; end
	endcase
end
endmodule
==> ./run.sh <==
#!/bin/bash
# OpenROAD 26Q1-2900-gdf79404cd8, Yosys 0.63+post, stock flow scripts
make -C /OpenROAD-flow-scripts/flow DESIGN_CONFIG=/design/flow/config.mk WORK_HOME=/design/flow/orfs finish
==> ./config.mk <==
export PLATFORM = sky130hd
export DESIGN_NAME = Controller
export DESIGN_NICKNAME = Controller
export VERILOG_FILES = /design/flow/design.v
export SDC_FILE = /design/flow/constraint.sdc
export NUM_CORES = 4
export LEC_CHECK = 1
export CORE_AREA = 10 10 70 70
export DIE_AREA = 0 0 80 80
==> ./constraint.sdc <==
current_design Controller

set clk_period 3.2
set clk_io_pct 0.2

create_clock -name clk0 -period $clk_period

set non_clock_inputs [all_inputs -no_clocks]
set_input_delay [expr $clk_period * $clk_io_pct] -clock clk0 $non_clock_inputs
set_output_delay [expr $clk_period * $clk_io_pct] -clock clk0 [all_outputs]
==> results.toml <==
# physical design summary
[cells_and_area]
seq_cell_count = 0
nFillCells = 363
nClkBuffers = 0
area_delta_synth_final_pct = 120
logic_area_um2 = 409
most-common-layout-cells = "22 x clkdlybuf4s50_1, 15 x nand2_1, 9 x a21oi_2, 8 x buf_4, 6 x dlygate4sd2_1"
final_common_cell = "clkdlybuf4s50_1"
seq_area_um2 = 0
drive_above_1_share_pct = 28.4
fin_util_pct = 27.2

[drt]
drtIter0Drc = 36
diodes = 0
wl_per_cell_um = 11.3
routed_via_density = 4.05
routed_wirelength_mm = 1.75
dr.pass1.iters = 2
drcViolationCount = 0
ant_nets = 0
dr_total_vias = 627

[min_path]
worstHoldStart = "instruction[29]"
holdPathEnd = "wen_data_mem"
worstHoldPathCells = 5
hp-class = "in2out"

[run_status]
status = "finished clean"

[logic_synthesis]
synth.avg_cell_area_um2 = 6.20
syn-cell-area_um2 = 422
synth_seq_share_pct = 0
synth.top_cell.area_share_pct = 13.4
topCellsByArea = "nand2_1 13%, a21oi_1 12%, xnor2_1 8.3%"
syn_inst = 68
synth_cell_types = 26
ys_cells = 68
yosysTopAreaCell = "nand2_1"
yosys_warnings = 2
yosys_area_um2 = 422

[placed_design]
gp_congestion = 0.862
dp_slack_ns = -0.309
dp_hpwl_mm = 1.41
io_buffers = 33

[critical_path]
path_class = "in2out"
cp.required_ns = 2.56
worstPathMaxFanout = 5
end_kind = "output pin"
cp-start-kind = "primary input"
arrival_ns = 2.48

[floorplanning]
chip_area_um2 = 6400
core_area_um2 = 3420
die_x_um = 80
rows = 21
fp_util_pct = 12.3
io_pins = 53
die_height_um = 80

[sta]
slew-limit-headroom_pct = 75.8
fin_crit_ns = 3.12
setup_viol = 0
layout_setup_ws_ns = 0.0833
fmax_mhz = 321
rsz0062_at_grt = "false"
finalHoldViolCount = 0
tightest_slew_ns = 0.362
min_period_over_period_pct = 97.4
slew_viol_final = 0

[power]
vdd_drop_max_uv = 27.3
fin_total_pwr_uw = 140
leakagePower_uw = 0.000399
powerDensity_nw_per_um2 = 151

[grt]
gr-total-overflow = 0
grt_pass1_wl_mm = 2.73
antenna_found_initial = 0
track_usage_pct = 4.90
grt_max_degree = 12
grt_pass1_vias = 586

[run]
maxCapViolCount = 0
openroad.warnings = 52
-- synthesized netlist by cell type (2+ instances only) --
| master | instances |
|---|---|
| xnor2_1 | 4 |
| nand2_1 | 15 |
| mux2i_1 | 2 |
| o21ai_0 | 5 |
| inv_1 | 5 |
| or3_1 | 2 |
| a21oi_2 | 3 |
| nand3_1 | 4 |
| nor2_1 | 2 |
| a21oi_1 | 10 |
-- cell type report --
cell class,instances,share of cell area (%)
Inverter,5,2.02
Tap cell,46,6.19
Timing Repair Buffer,45,47.8
Multi-Input combinational cell,59,44.0
-- per-stage QoR --
stage          hold slack, ns  instances  setup TNS (ns)  cell area (um2)
3_3_place_gp             2.17        153           -3.19              858
2_1_floorplan            1.29         68               0              422
3_5_place_dp             2.17        153           -3.32              858
4_1_cts                  2.16        155               0              946
5_1_grt                  2.04        155               0              930
6_report                 1.98        155               0              930
-- worst max-delay path: stages --
cell and delay (ns):
dlygate4sd2_1 0.23, buf_6 0.12, nand3_1 0.06, or3_1 0.36, and3_4 0.19, bufbuf_16 0.27, a21oi_2 0.12, clkdlybuf4s50_1 0.48
-- routing by layer --
metal | up-vias | global-route usage (%) | wire [um]
met4 | 0 | 0 | 0
met5 | - | 0 | 0
li1 | 330 | - | -
met3 | 0 | 0.682 | 100
met1 | 284 | 5.94 | 766
met2 | 13 | 9.31 | 880
-- kinds of logic (layout without fill, tap and decap cells) --
family	Yosys count	after routing	share of synthesized area, %
compound gates	26	26	45.1
xor+xnor	4	4	8.31
buf+inv	9	50	10.7
mux	2	2	4.75
simple gates	27	27	31.2
-- power breakdown --
group	leakage [uW]	switching [uW]	internal [uW]	total, uW
sequential	0	0	0	0
clock	0	0	0	0
combinational	0.000399	54.2	85.8	140
-- what timing repair did --
item,CTS,global route
cloned,1,0
buffers inserted,1,0
pin swaps,4,2
hold buffers,0,0
gates resized,28,7
setup endpoints to repair,13,4
-- how the worst max path moves through the flow --
| stage | end | cells past startpoint | start |
|---|---|---|---|
| after global routing | ALU_ctrl[6] | 8 | instruction[31] |
| final | ALU_ctrl[6] | 8 | instruction[31] |
| after CTS | ALU_ctrl[6] | 8 | instruction[29] |
No activity file was given, so power comes from the tool's default toggle rates.
